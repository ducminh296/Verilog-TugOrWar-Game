==> design.v <==
module SYNC(sypush,push,clk,rst);
	input push,clk,rst;
	output sypush;
	wire push,clk,rst;
	reg sypush;
	always @(posedge clk or posedge rst)
	begin
		if (rst) sypush <=0;
		else sypush <=push;
	end
endmodule
module OPP(winrnd,sypush,clk,rst);
	input sypush,clk,rst;
	output winrnd;
	wire sypush,clk,rst,winrnd;
	reg Q;
	assign winrnd=sypush&~Q;
	always @(posedge clk or posedge rst)
	begin
		if (rst) Q<=0;
		else Q<=sypush;
	end
endmodule
module pushCounter(
    input pbl,
    input pbr,
    input clk,
    input rst,
	 input speedRound,
	 input speedExit,
    output speed_tie,
    output speed_right
    );
reg[7:0] count_right, count_left;
reg right, tie;
wire DC_L,DC_R,DW,pblSync1,pbrSync1,pblSync2,pbrSync2,PBL_pulse,PBR_pulse;
reg pblSync3,pbrSync3;
wire pbl_sync,pbr_sync;
SYNC create_pblSync1(pblSync1,pbl,clk,rst);
SYNC create_pbrSync1(pbrSync1,pbr,clk,rst);     
SYNC create_pblSync2(pblSync2,pblSync1,clk,rst);
SYNC create_pbrSync2(pbrSync2,pbrSync1,clk,rst);
assign DC_L=~(pblSync2^pblSync1);
assign DC_R=~(pbrSync2^pbrSync1);
assign DW=DC_L & DC_R;
SYNC create_pblSync3(pbl_sync,pblSync3,clk,rst);
SYNC create_pbrSync3(pbr_sync,pbrSync3,clk,rst);
always @(*) begin
   if (DW) begin
       pblSync3=pblSync2;
		 pbrSync3=pbrSync2;
	end else begin
	    pblSync3=pbl_sync;
		 pbrSync3=pbr_sync;
	end
end
OPP createPBL_pulse(PBL_pulse,pbl_sync,clk,rst); 
OPP createPBR_pulse(PBR_pulse,pbr_sync,clk,rst);
always@ (posedge clk or posedge rst)
begin
	if(rst) count_left<=0;
	else if(speedExit) count_left<=0;
	else if(PBL_pulse & speedRound) count_left <= count_left+1;
	else count_left <= count_left;
end
always@(posedge clk or posedge rst)
begin
	if(rst)count_right<=0;
	else if(speedExit)count_right<=0;
	else if(PBR_pulse & speedRound) count_right <= count_right+1;
	else count_right <= count_right;
end
always@(posedge clk)
begin
	if( count_right > count_left  )begin right=1; tie=0;end 
	else if(count_right == count_left)begin right=0; tie=1;end
	else begin right=0; tie=0;end
end
assign speed_right = right;
assign speed_tie = tie; 
endmodule
==> run.sh <==
#!/bin/bash
# OpenROAD 26Q1-2900-gdf79404cd8, Yosys 0.63+post, stock flow scripts
make -C /OpenROAD-flow-scripts/flow DESIGN_CONFIG=/design/flow/config.mk WORK_HOME=/design/flow/orfs finish
==> config.mk <==
export PLATFORM = sky130hd
export DESIGN_NAME = pushCounter
export DESIGN_NICKNAME = pushCounter
export VERILOG_FILES = /design/flow/design.v
export SDC_FILE = /design/flow/constraint.sdc
export NUM_CORES = 4
export LEC_CHECK = 1
export CORE_AREA = 10 10 106 106
export DIE_AREA = 0 0 116 116
==> constraint.sdc <==
current_design pushCounter

set clk_period 2.2
set clk_io_pct 0.2

create_clock -name clk0 -period $clk_period [get_ports {clk}]

set non_clock_inputs [all_inputs -no_clocks]
set_input_delay [expr $clk_period * $clk_io_pct] -clock clk0 $non_clock_inputs
set_output_delay [expr $clk_period * $clk_io_pct] -clock clk0 [all_outputs]
==> metrics.yaml <==
ys.flops: 26
drt_iter0_drc: 27
clk-insertion-delay-late_ps: 260
routabilityCongestion: 0.804
maxSlewViolCount: 0
slew-limit-headroom_pct: 57.6
synth_cell_type_count: 28
tns_ps: 0
grt_pass1_vias: 820
hpwl_um: 1590
cts_buffers: 3
holdWs_ps: 424
crit_family: "buffers and inverters"
clock_skew_ps: 1.59
fmax_mhz: 605
worst_pin_slew_ps: 634
core_sq_um: 8850
cts_tree: "done"
yosys-mux-area-fraction_pct: 1.54
arrival_ps: 1780
power.total_mw: 0.925
vias_per_cell: 3.58
cts-resized-gates: 0
peakVddDrop_uv: 357
synth.area.top_cells: "dfrtp_1 46%, ha_1 9.6%, xnor2_1 7.4%"
ios: 8
yosys_cells: 121
synthesis.area_sq_um: 1300
path_buffers: 1
final_core_util_pct: 17.6
cts-root-buf: "clkbuf_8"
critPathSlowestCell: "clkdlybuf4s50_1"
edf_count: 0
place_area_sq_um: 1510
clock-sinks: 26
pwr-share-seq_pct: 56.8
htree_num_levels: 1
yosys_warnings: 3
finalSetupViolations: 0
intPower_mw: 0.718
drive_above_1_share_pct: 8.40
finalCriticalPeriod_ps: 1650
final_cell_mix: "24 x dfrtp_1, 16 x nor2_1, 11 x xnor2_1"
synth-compound-area-share_pct: 6.26
initial_utilization_pct: 14.7
largest_area_cell: "dfrtp_1"
fin_area_sq_um: 1560
grt_pass1_wl_um: 3830
hp-class: "flip-flop to flip-flop"
yosys-stat-area_sq_um: 1300
layout_top_cell: "dfrtp_1"
cp-start-kind: "input port"
firstDrtPassIters: 4
gr-total-overflow: 0
warning_count: 25
ant_nets: 0
switching_share_pct: 22.3
seqCellArea_sq_um: 641
fp.dieH_um: 116
combPwrFrac_pct: 11.0
die_w_um: 116
synth_area_per_cell_sq_um: 10.7
antenna_found_initial: 0
cp.required_ps: 2330
ys.flop_type: "dfrtp_1"
n_antenna_cell: 0
finalHoldViolations: 0
postCtsSetupRepairBufs: 0
area_growth_pct: 20.0
yosys.area_share.xor_xnor_pct: 9.43
status: "finished clean"
critPathMaxFanout: 6
critPathCaptureType: "flip-flop"
p_leak_nw: 0.676
rsz0062_at_grt: "false"
top_area_share_pct: 46.2
logic_area_sq_um: 618
crit_chain: "clkdlybuf4s50_1 > nand3b_2 > nor3_1 > xnor2_1 > nor2_1"
wl_um: 2160
top_logic_kind: "simple AND/OR/NAND/NOR gates"
clkPwrFrac_pct: 32.2
wire_per_inst_um: 9.05
grt_usage_pct: 3.43
num_rows: 34
synth_cells: 121
cap_violations: 0
chipArea_sq_um: 13500
num_vias: 855
synth_seq_share_pct: 49.3
finalCritPeriodShare_pct: 75.1
synth_adder_area_share_pct: 9.62
crit_type: "input port to flip-flop"
fillCellCount: 963
drcViolationCount: 0
async_reset_ff_share_pct: 92.3
holdBufCountCts: 0
worst_path_largest_cell_delay_ps: 590
cts_buffer_depth: 2
ys_sh_simple_pct: 20.7
cellPowerDensity_nw_per_um2: 593
switching_power_mw: 0.207
grt_max_degree: 25
clk_pin_slew_ps: 80
portBuffers: 7
## final timing paths
check	cells past startpoint	slack, ps	startpoint	to
setup / recovery	5	550	speedRound	count_right[7]$_DFFE_PP0P_
hold / removal	0	420	create_pblSync1.sypush$_DFF_PP0_	create_pblSync2.sypush$_DFF_PP0_
setup reg to reg	6	740	count_left[1]$_DFFE_PP0P_	right$_DFF_P_
hold reg to reg	0	420	create_pblSync1.sypush$_DFF_PP0_	create_pblSync2.sypush$_DFF_PP0_
max in group asynchronous	3	1460	rst	count_right[1]$_DFFE_PP0P_
min in group asynchronous	3	510	rst	count_left[0]$_DFFE_PP0P_
## layout make-up
class,instances,share of cell area (%)
sequential,26,41.1
multi-input combinational,84,39.6
tap,108,8.66
timing repair buffer,8,4.97
clock buffer,4,3.53
inverter,9,2.17
## sequential cells by signal, indices dropped and copies added, names as in the netlist
register,count
count_left,8
create_pbrSync2.sypush,1
create_pblSync2.sypush,1
create_pblSync1.sypush,1
create_pbrSync1.sypush,1
create_pbrSync3.sypush,1
right,1
create_pblSync3.sypush,1
tie,1
createPBL_pulse.Q,1
count_right,8
createPBR_pulse.Q,1
## metrics by stage
| step | instances | setup WS [ps] |
|---|---|---|
| after global routing | 239 | 458 |
| after CTS | 239 | 560 |
| after global placement | 235 | 307 |
| final | 239 | 547 |
| after floorplan | 121 | 911 |
| after detailed placement | 235 | 282 |
## routing by layer
metal	wire length (um)	share of wire, %	GRT usage (%)
met1	1150	53	5.19
met2	917	42	5.04
met3	79	3.7	0.837
met4	14	0.65	0.250
met5	0	0	0
## cell families (layout without fill, tap and decap cells)
kind of cell             count (synthesis)  count (layout)
AND/OR/NAND/NOR                         43              43
flip-flops                              26              26
AND-OR/OR-AND                           15              15
XOR/XNOR                                14              14
buffers and inverters                   11              21
adder cells (fa/ha/maj)                 10              10
multiplexers                             2               2
## cells in the mapped netlist (all sizes together) (3+ instances only)
master  number
nor2        17
dfrtp       24
nand3        6
a21oi       10
xnor2       11
nand4        3
xor2         3
inv          9
o21ai        3
ha          10
## power groups by stage
stage	clock network [mW]	registers, mW	logic (mW)
finish	0.298	0.526	0.101
CTS	0.313	0.526	0.104
global route	0.333	0.531	0.116
Power and IR drop assume default switching activity.
