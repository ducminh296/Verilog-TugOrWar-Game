### flow/run.sh
#!/bin/bash
# OpenROAD 26Q1-2900-gdf79404cd8, Yosys 0.63+post, stock flow scripts
make -C /OpenROAD-flow-scripts/flow DESIGN_CONFIG=/design/flow/config.mk WORK_HOME=/design/flow/orfs finish
### flow/config.mk
export PLATFORM = sky130hd
export DESIGN_NAME = scorer
export DESIGN_NICKNAME = scorer
export VERILOG_FILES = /design/flow/design.v
export SDC_FILE = /design/flow/constraint.sdc
export NUM_CORES = 4
export LEC_CHECK = 1
export CORE_AREA = 10 10 81 81
export DIE_AREA = 0 0 91 91
### flow/constraint.sdc
current_design scorer

set clk_period 2.3
set clk_io_pct 0.2

create_clock -name clk0 -period $clk_period [get_ports {clk}]

set non_clock_inputs [all_inputs -no_clocks]
set_input_delay [expr $clk_period * $clk_io_pct] -clock clk0 $non_clock_inputs
set_output_delay [expr $clk_period * $clk_io_pct] -clock clk0 [all_outputs]
### flow/design.v
module scorer(winrnd, right, leds_on, tie, clk, rst, fake, score, fake_score, speed_tie, speed_right, winspeed, Victory);
	input clk;		     
	input rst;	 
	input right;		 
	input leds_on;		 
	input tie;
	input winrnd;		 
	input fake;  
	input speed_tie;
	input speed_right;
	input winspeed;
	output [6:0] score;	 
   output [6:0] fake_score;	
	output Victory;
	reg [6:0] score;	
	reg [3:0] state;	 
	reg [3:0] nxtstate;	 
	reg [6:0] fake_score;
	reg Victory;
	always @(posedge clk or posedge rst)
   		if (rst) state <= 5;
   		else state <= nxtstate;
    wire mr;            
	assign mr = (right & leds_on & ~fake) | (~right & ~leds_on) | (leds_on & ~right & fake)  |(speed_right);  
	always @(state or mr or leds_on or winrnd or tie or fake or winspeed or speed_tie) begin
		nxtstate = state;
	  if((winrnd & ~tie)|(winspeed & ~speed_tie)) begin  
		if(leds_on & ~fake)  
			case(state)
			5:	if(mr) nxtstate = 4; else nxtstate=6;	
			6:  if(mr) nxtstate = 5;  else nxtstate=7;
			7:	if(mr) nxtstate = 6; else nxtstate=8;
			8:	if(mr) nxtstate = 6; else nxtstate=9;
			4:	if(mr) nxtstate = 3; else nxtstate=5;
			3:	if(mr) nxtstate = 2; else nxtstate = 4;
			2:	if(mr) nxtstate = 1; else nxtstate=4; 
			9:	nxtstate = 9;
			1:	nxtstate = 1;
			default: nxtstate = 0;
			endcase
		else	             
			case(state)
			5:	if(mr) nxtstate = 4; else nxtstate=6;	
			6:  if(mr) nxtstate = 5;  else nxtstate=7;
			7:	if(mr) nxtstate = 6; else nxtstate=8;
			8:	if(mr) nxtstate = 7; else nxtstate=9;
			4:	if(mr) nxtstate = 3; else nxtstate=5;
			3:	if(mr) nxtstate = 2; else nxtstate = 4;
			2:	if(mr) nxtstate = 1; else nxtstate=3; 
			9:	nxtstate = 9;
			1:	nxtstate = 1;
			default: nxtstate = 0;
			endcase
	  end
  end
	always @(state)	
	begin
	Victory=0;  
		case(state)
		5:	begin score = 7'b0001000; fake_score = 7'b0001001; end
		6:	begin score = 7'b0010000; fake_score = 7'b0010010; end
		7:	begin score = 7'b0100000; fake_score = 7'b0100001; end
		8:	begin score = 7'b1000000; fake_score = 7'b1001000; end
		4:	begin score = 7'b0000100; fake_score = 7'b0100010; end
		3:	begin score = 7'b0000010; fake_score = 7'b0001010; end
		2:	begin score = 7'b0000001; fake_score = 7'b0101000; end
		9:	begin score = 7'b1110000; fake_score = 7'b0010001; Victory=1; end
		1:	begin score = 7'b0000111; fake_score = 7'b1000001; Victory=1; end
		default: begin score = 7'b1010101; fake_score = 7'b0001001; end 
		endcase
	end
endmodule
==> GITHUB_STEP_SUMMARY <==
### Metrics collected by this job

| Metric | Value |
|---|---|
| FP Util | `13.5%` |
| HPWL Detailed | `around 1.7 mm` |
| Largest Register | `state` |
| Largest register FFs | `4` |
| Clock sink total | `4` |
| Simple-Gate Area Share | `22.9%` |
| Final wirelength | `2.11 mm` |
| Maximum capacitance violations | `0` |
| CTS Buf Count | `3` |
| Initial antenna violation count | `0` |
| Tool warnings | `31` |
| CTS tree | `done` |
| WP data required | `~1.8 ns` |
| Yosys Chip Area | `~650 um^2` |
| Clock H-tree levels | `1` |
| Async S/R FF share, synth | `100%` |
| Top_reg_cell synth | `dfstp_2` |
| Setup violations, final | `0` |
| Post-synth seq share | `15.8%` |
| Syn Inst Count | `slightly above 90` |
| Comb area leader | `AND-OR/OR-AND gates` |
| Post-DP Area | `approximately 990 um^2` |
| Peak VDD IR | `between 0.3 and 0.4 mV` |
| Routed len/inst | `11.0 um` |
| Multi-input combinational cell area | `499 um^2` |
| Syn Area/Cell | `between 7 and 8 um^2` |
| Commonest cells post-synth | `nand2_1, a21oi_1, inv_1, o21ai_0, ha_1` |
| Leakage | `~0.00047 uW` |
| Top cells by area | `ha_1, a21oi_1, dfstp_2, nand2_1, dfrtp_1` |
| Dpl ws | `0.0638 ns` |
| Worst r2r path cells | `8` |
| FMAX | `444 MHz` |
| Die H | `about 91 um` |
| Clock period minus worst slack | `between 2 and 2.5 ns` |
| Number of enable flip-flop cells | `0` |
| Setup CP Type | `flop to output pin` |
| N_diodes | `0` |
| Final Hold Viols | `0` |
| Top-area cell share | `a little under an eighth` |
| Period Utilization, post-route | `a little over nine tenths` |
| Number of DRC markers in iteration 0 | `93` |
| Power per cell area | `1210 nW/um^2` |
| Sequential cell area | `approximately 100 um^2` |
| Clock root buffer | `clkbuf_8` |
| GPL Wtd Cong | `approximately 0.87` |
| Crit path DAT | `roughly 1.8 ns` |
| Reg-to-Reg Start | `state[0]$_DFFE_PP1P_` |
| Largest net degree at the start of global routing | `15` |
| CORE AREA | `just under 5000 um^2` |
| Area fraction in mux cells | `around 3.3%` |
| CP Launch Type | `flop` |
| Ys Warns | `1` |
| XOR-XNOR Cells, Area Fraction | `0%` |
| Design area | `about 1100 um^2` |
| Port bufs | `23` |
| Post-Syn Area | `roughly 650 um^2` |
| Via Count | `roughly 750` |
| Antenna viol nets, final | `0` |
| First-pass iteration count of the detailed router | `4` |
| Crit. End Element | `output pin` |
| R2R Path End | `state[2]$_DFFE_PP1P_` |
| Worst-path maximum fanout | `4` |
| Power consumption | `1320 uW` |
| Cell type with the largest total area | `ha_1` |
| Top flop regs | `state x4` |
| Reg clk slew, reported paths | `approximately 0.03 ns` |
| Adder Area Share | `a little under an eighth` |
| GRT Total Usage | `under 10%` |
| Share of cells above drive strength 1 | `around a quarter` |
| Die outline width | `just over 90 um` |
| Yosys cell types | `37` |
| Yosys reg bits | `4` |
| # DRC | `0` |
| Layout Skew | `0.00346 ns` |
| Count leader, synth | `nand2_1` |
| # Cells Yosys | `between 90 and 100` |
| RSZ-0062 raised after global routing | `yes` |
| Clk buf depth | `2` |
| Aoi share | `about a third` |
| Hold_buf cts | `0` |
| Status | `complete, no violations` |
| Area Overhead vs Synth | `67.6%` |
| I/O Pins | `25` |
| Vias in the first global route | `769` |
| Row count | `25` |
| Worst setup margin | `approximately 0.050 ns` |
| Area of the die | `just over 8000 um^2` |
| Fill cells | `roughly 540` |
| Remaining global-route overflow | `0` |
| Slew Limit Fails | `0` |
| Hold Crit Class | `input port to asynchronous set/reset pin` |
| First-pass GRT wire length | `around 3.6 mm` |
| Clk latency late pin | `around 0.22 ns` |
| Reg2Reg Setup Slack | `~0.44 ns` |
| Vias per inst | `3.91` |
==> routing by layer <==
layer  GRT usage [%]  up-vias  part of all wire, %
met5               0        -                    0
met1            6.51      328                   47
li1                -      389                    -
met4           0.522        0                    0
met2            7.70       29                   43
met3            2.32        0                   10
==> logic make-up after synthesis <==
| family | Yosys count |
|---|---|
| DFF | 4 |
| muxes | 2 |
| AOI/OAI and AO/OA | 35 |
| buffers and inverters | 14 |
| other | 1 |
| adders and majority gates | 6 |
| and+or+nand+nor | 29 |
==> worst max-delay path, stage by stage, from the launching register on <==
cell and delay [ns]:
dfstp_2 0.57, ha_1 0.17, inv_1 0.07, nor2_4 0.14, nand2_1 0.09, nand2_1 0.07
clkdlybuf4s50_1 0.47
==> area by class of cell <==
type,count,area share [%]
Inverter,8,2.99
Multi-Input combinational cell,73,45.9
Sequential cell,4,9.43
Tap cell,67,7.70
Timing Repair Buffer,36,30.2
Clock buffer,3,3.79
==> cell usage in the layout (no fill, tap or decap), types with 2 or more instances in the layout <==
cell type        netlist  final
clkdlybuf4s50_1        0     18
nand2_1               14     14
buf_4                  1     13
a21oi_1               12     11
inv_1                  8      7
o21ai_0                8      7
ha_1                   6      5
nor2_1                 4      3
clkbuf_8               0      3
dlygate4sd2_1          0      3
a22oi_1                2      2
and2b_2                1      2
nor2b_1                2      2
o211ai_1               2      2
o21ai_1                1      2
dlymetal6s2s_1         0      2
dfstp_2                2      2
dfrtp_1                2      2
==> power breakdown <==
part	internal (uW)	switching, uW	leakage [uW]
registers	114	50.4	0.0000476
logic	585	424	0.000397
clock network	111	35.5	0.0000216
total	810	509	0.000466
==> worst max path at each step <==
| stage | start | to | depth (start not counted) |
|---|---|---|---|
| final | state[0]$_DFFE_PP1P_ | score[5] | 6 |
| after global routing | state[0]$_DFFE_PP1P_ | score[5] | 6 |
| after CTS | state[0]$_DFFE_PP1P_ | score[5] | 6 |
==> what timing repair did <==
action | CTS | global route
pin swaps | 1 | 0
setup buffers | 2 | 2
gates resized | 10 | 5
endpoints found under the setup margin | 7 | 8
==> through the flow <==
stage	std cells	utilization [%]	TNS [ns]	hold WS [ns]
3_5_place_dp	184	20.5	0	0.626
6_report	191	22.6	0	0.424
2_1_floorplan	91	-	0	0.225
3_3_place_gp	184	20.5	0	0.611
4_1_cts	189	21.9	0	0.429
5_1_grt	191	22.6	-0.106	0.449
No activity file was given, so power comes from the tool's default toggle rates.
