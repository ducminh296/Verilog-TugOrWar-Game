==> flow/constraint.sdc <==
current_design CheerVictory

set clk_period 1.9
set clk_io_pct 0.2

create_clock -name clk0 -period $clk_period [get_ports {slowen}]

set non_clock_inputs [all_inputs -no_clocks]
set_input_delay [expr $clk_period * $clk_io_pct] -clock clk0 $non_clock_inputs
set_output_delay [expr $clk_period * $clk_io_pct] -clock clk0 [all_outputs]
==> flow/config.mk <==
export PLATFORM = sky130hd
export DESIGN_NAME = CheerVictory
export DESIGN_NICKNAME = CheerVictory
export VERILOG_FILES = /design/flow/design.v
export SDC_FILE = /design/flow/constraint.sdc
export NUM_CORES = 4
export LEC_CHECK = 1
export CORE_AREA = 10 10 70 70
export DIE_AREA = 0 0 80 80
==> flow/run.sh <==
#!/bin/bash
# OpenROAD 26Q1-2900-gdf79404cd8, Yosys 0.63+post, stock flow scripts
make -C /OpenROAD-flow-scripts/flow DESIGN_CONFIG=/design/flow/config.mk WORK_HOME=/design/flow/orfs finish
==> flow/design.v <==
`timescale 1ns / 1ps
module CheerVictory(slowen, score, wingame, victory_led, rst);
	input wingame, slowen;
	input wire [6:0] score;
	input rst;
	output reg [6:0] victory_led;
	wire right_vic;
	reg [3:0] count=0;
	assign right_vic=score[2]&score[1]&score[0];
	always @(posedge slowen)
	begin
		if (rst| wingame |count==12) count<=0;
		else count<= count+1;
	end
	always @(count)
	begin
		case (count)
			0: begin
					if (right_vic) victory_led = 7'b0000111;
					else victory_led = 7'b1110000;
				end
			1: begin
					if (right_vic) victory_led = 7'b0000000;
					else victory_led = 7'b0000000;
				end
			2: begin
					if (right_vic) victory_led = 7'b0000111;
					else victory_led = 7'b1110000;
				end
			3: begin
					if (right_vic) victory_led = 7'b0000000;
					else victory_led = 7'b0000000;
				end
			4: begin
					if (right_vic) victory_led = 7'b0000111;
					else victory_led = 7'b1110000;
				end
			5: begin
					if (right_vic) victory_led = 7'b0000000;
					else victory_led = 7'b0000000;
				end
			6: begin
					if (right_vic) victory_led = 7'b1000000;
					else victory_led = 7'b0000001;
				end
			7: begin
					if (right_vic) victory_led = 7'b0100000;
					else victory_led = 7'b0000010;
				end
			8: begin
					if (right_vic) victory_led = 7'b0010000;
					else victory_led = 7'b0000100;
				end
			9: begin
					if (right_vic) victory_led = 7'b0001000;
					else victory_led = 7'b0001000;
				end
			10: begin
					if (right_vic) victory_led = 7'b0000100;
					else victory_led = 7'b0010000;
				end
			11: begin
					if (right_vic) victory_led = 7'b0000010;
					else victory_led = 7'b0100000;
				end
			12: begin
					if (right_vic) victory_led = 7'b0000001;
					else victory_led = 7'b1000000;
				end
			default: victory_led=score;
		endcase
	end
endmodule
==> notes.md <==
Status of the implementation.

- The normalized max-slew margin is 0.635, for reference.
- Summed over all routing layers, the global router reports a total usage of 0.0424.
- The total leakage power is roughly 0.34 nW, for reference.
- The die outline area is ~0.0064 mm2, for reference.
- TritonCTS built the clock tree.
- The initial detailed-routing violation count is 18, for reference.
- The shortest clock period the worst path allows after layout is between 2 and 2.5 ns, for reference.
- The vertical die dimension is around 80 um, for reference.
- The total DRC errors in the routed layout is 0, for reference.
- Per the final timing report, the hold violations number 0.
- The pre-CTS setup check shows a worst slack of -0.431 ns.
- Synthesis handed over a netlist of 51 instances.
- The largest registers in the layout are count (4).
- The maximum ir drop on the vdd rail is ~0.00016 V, for reference.
- The clock slew seen by the registers of the worst setup and hold paths is 0.03 ns, for reference.
- The ratio of final minimum period to clock period is 1.15, for reference.
- The start-to-end type of the worst setup path is flip-flop to primary output, for reference.
- The endpoint class of the critical path is a primary output, for reference.
- In the final layout, the share of cells above drive strength 1 is 0.541.
- Entering global routing, the biggest net connects 10 pins.
- The highest clock rate is approximately 460 MHz, for reference.
- The most common logic cell in the routed design is buf_4, for reference.
- The number of cells traversed by the worst register-to-register path is 7, for reference.
- The placer's final routability congestion estimate is 0.730, for reference.
- The CTS buffer count is 3, for reference.
- The worst setup slack for register-to-register paths is about 0.37 ns, for reference.
- The least setup slack across all paths after layout is -0.291 ns, for reference.
- The number of sinks handled by clock tree synthesis is 4, for reference.
- The register with the most flip-flops is count, for reference.
- The area inside the core boundary is roughly 0.0034 mm2, for reference.
- Summing over every cut layer, the via total after detailed routing is between 400 and 500.
- The maximum buffer depth of the clock tree is 2, for reference.
- The number of cells reported by Yosys stat comes to 51.
- The overall die width is 80 um, for reference.
- The mean number of vias per cell is between 3 and 4, for reference.
- For this run, the register share of the synthesized area comes to 0.197.
- The tally of OpenROAD warnings is 30, for reference.
- In this run the worst path has a maximum fanout of 3.
- The remaining antenna violation count after routing is 0, for reference.
- The worst flop-to-flop path endpoint is count[3], for reference.
- Looking at the reg2reg group, the worst path starts from count[0].
- The routed design has roughly 1300 um of wire.
- Setup repair after global routing could not meet its margin everywhere.
- The clock arrives with roughly 0.0031 ns of skew.
- The register with the most flip-flops in the layout has 4 of them.
- The final cell count without fillers is 131, for reference.
- Warnings reported by Yosys during synthesis add up to 1.
- Leaving out fill and tap cells, the most frequent cells in the layout are buf_4 (12), nor2_1 (11), clkdlybuf4s50_1 (9).
- The clock insertion delay at the later pin of the skew report is roughly 0.23 ns, for reference.
- In this run the number of H-tree levels came out at 1.
- The classification of the worst-slack hold path is flip-flop to flip-flop, for reference.
- The run finished, with violations left.
- Power spread over the standard cell area amounts to between 300 and 400 mW/mm2.
- The number of antenna diodes in the final layout is 0.
- After clock tree synthesis, the flow added hold-fix buffers numbering 0.
- The start point of the critical path is count[1], for reference.
- The number of library cell types mapped by synthesis is 21, for reference.
- The max-slew violation count is 0, for reference.
- CTS placed an instance of clkbuf_4 at the clock tree root.
- After synthesis, the mean cell area works out to approximately 8.0 um2.
- The worst endpoint required time is about 1.5 ns, for reference.
- After legalization and detailed placement, the total HPWL measured approximately 1000 um.
- The number of register bits inferred by synthesis is 4, for reference.
- The first global-routing pass estimated approximately 2300 um of wire.
- The floorplan has 21 rows.
- The slew of the pin with the lowest slew margin is ~0.54 ns, for reference.
- The number of top-level design ports is 17, for reference.
- The area recorded from the Yosys report for this design is 407 um2.
- The detailed-router iteration count before antenna repair is 4, for reference.
- The final sum of negative setup slack is -1.60 ns, for reference.
- The number of global-route vias before repair is 513, for reference.
- The detailed-route wire length per cell is 9.92 um, for reference.
- The initial antenna violation count was 0.
- The data arrival time of the worst path is ~1.8 ns, for reference.
- The max-capacitance violation count is 0, for reference.
- The checks that failed: setup timing.
- The core utilization at floorplan is 0.119, for reference.
- The number of port buffers is 16, for reference.
- Including well taps, the total number of placed cells is 122.
- The number of setup violations in the final report is 7, for reference.
- The signed area change from the synthesized netlist to the final layout is 104%, for reference.
- The most critical setup path has its endpoint at victory_led[5].
- The synthesized cell area is 407 um2, for reference.
- Overall power consumption after layout is estimated at 0.000308 W.
- STA classifies the critical path startpoint as a flip-flop.
- For this run the aggregate overflow at the end of global routing stands at 0.
-- worst min-delay path by stage --
stage	endpoint	slack, ns	cells after the start	from
6_report	count[0]	0.59	2	count[0]
4_1_cts	count[0]	0.56	2	count[0]
5_1_grt	count[0]	0.62	2	count[0]
-- synth_stat cells --
library cell  instances  area (um2)
a22o_2                1        10.0
a22oi_1               1        7.51
or2b_1                1        7.51
and2b_1               1        7.51
a221o_2               6        67.6
a21oi_1               2        10.0
nor2_1               11        41.3
buf_2                 1        5.00
nand3b_1              3        22.5
dfxtp_1               4        80.1
a21oi_4               1        16.3
or3_4                 1        11.3
nand2_1               1        3.75
xor2_1                1        8.76
o21ai_0               2        10.0
clkbuf_1              1        3.75
inv_1                 4        15.0
nand2b_1              2        12.5
nand3_1               2        10.0
ha_1                  4        50.1
and3_1                1        6.26
-- layer usage --
layer | share of wire | track usage
met5 | 0 | 0
met2 | 0.47 | 0.0690
met3 | 0.089 | 0.0170
met1 | 0.44 | 0.0519
met4 | 0 | 0.00704
-- worst max-delay path, stage by stage (launching register included) --
cell and delay, ns:
dfxtp_4 0.36, inv_2 0.06, ha_4 0.15, or3_4 0.39, a21oi_4 0.22, buf_6 0.13, buf_6 0.08, a221o_2 0.12
buf_2 0.09
-- through the flow --
stage / area (um2) / util / hold slack [ns]
floorplan: 407 / - / 0.445
global placement: 698 / 0.204 / 0.575
detailed placement: 698 / 0.204 / 0.591
CTS: 792 / 0.232 / 0.556
global route: 830 / 0.243 / 0.616
finish: 830 / 0.243 / 0.585
-- kinds of logic (layout without fill, tap and decap cells) --
family	Yosys count	after routing	share of synthesized area
XOR/XNOR	1	1	0.0215
adder cells (fa/ha/maj)	4	4	0.123
AND/OR/NAND/NOR	23	23	0.302
AND-OR/OR-AND	13	13	0.298
flip-flops	4	4	0.197
buffers and inverters	6	40	0.0584
-- repair_timing --
item                       CTS  global route
setup endpoints to repair    7             7
buffers inserted             6             0
gates resized               37             7
cloned                       0             0
pin swaps                   11             2
-- layout make-up --
type	count	area (um2)
clock buffers	3	22.5
fillers	373	2590
inverters	4	17.5
multi-input cells	41	373
flip-flops and latches	4	87.6
well taps	46	57.6
repair buffers	33	272
-- power breakdown --
group	switching, W	total [W]	internal, W
Sequential	0.00000443	0.0000898	0.0000853
Combinational	0.0000407	0.000119	0.0000783
Clock	0.0000289	0.0000991	0.0000702
Power figures rest on the tool's default switching activity, not on a simulated workload.
